[design/flow/run.sh]
#!/bin/bash
# OpenROAD 26Q1-2900-gdf79404cd8, Yosys 0.63+post, stock flow scripts
make -C /OpenROAD-flow-scripts/flow DESIGN_CONFIG=/design/flow/config.mk WORK_HOME=/design/flow/orfs finish
[design/flow/config.mk]
export PLATFORM = sky130hd
export DESIGN_NAME = int8_mac
export DESIGN_NICKNAME = int8_mac
export VERILOG_FILES = /design/flow/design.v
export SDC_FILE = /design/flow/constraint.sdc
export NUM_CORES = 4
export LEC_CHECK = 1
export CORE_UTILIZATION = 30
[design/flow/constraint.sdc]
current_design int8_mac

set clk_period 12.4
set clk_io_pct 0.2

create_clock -name clk0 -period $clk_period [get_ports {clk}]

set non_clock_inputs [all_inputs -no_clocks]
set_input_delay [expr $clk_period * $clk_io_pct] -clock clk0 $non_clock_inputs
set_output_delay [expr $clk_period * $clk_io_pct] -clock clk0 [all_outputs]
[design/flow/design.v]
module int8_mac (
    input clk,
    input rst,           
    input valid,         
    input signed [7:0] A,  
    input signed [7:0] B,  
    output reg signed [31:0] result  
);
    wire signed [15:0] mult_result;
    assign mult_result = A * B;
    always @(posedge clk) begin
        if (rst)
            result <= 0;
        else if (valid)
            result <= result + mult_result;
    end
endmodule
==> results.txt <==
run metrics: slowest CP cell=o41ai_1, most area-hungry cell type in the Yosys netlist=fa_1, Worst Path Max Fanout=25, cts hold-fix bufs=0, drt total wl=14500 µm, Hold Startpoint=result[5]$_SDFFE_PP0P_, # setup viols final=0, worst-skew pair later-pin latency=0.29 ns, DR WL/cell=around 15 µm, RSZ-0062 raised after global routing=false, biggest regs=result: 32 flops, crit end category=register, worst path cell trace=clkdlybuf4s50_1 > and2_2 > buf_4 > inv_1 > fa_1 > inv_1 > fa_1 > fa_1 > fa_1 > fa_1 > ha_1 > a21o_1 > a21oi_1 > a2111o_1 > a311oi_2 > o41ai_1 > o41ai_2 > a221o_1, list of most frequent post-synthesis cells=fa_1 (136), inv_1 (95), ha_1 (70), Largest type area fraction=~40%, Final Slew Violations=0, achievable frequency=around 0.12 GHz, Synth Cell Area=0.00662 mm², DRT antenna net count=0, Slew headroom=44.8%, drt drc=0, number of flip-flops under the largest register name=32, slowest stage delay, CP=0.76 ns, max_cap viols=0, Tot GR Track Use=14.9%, initial antenna violation count=0, cell family with most CP delay=adder cells, Worst EP arrival=8.79 ns, most frequent CP cell=fa_1, Synth async-reset ratio=0%, die area=0.0227 mm², RR Startpoint=result[6]$_SDFFE_PP0P_, Largest cells by area=fa_1 (41%), ha_1 (13%), dfxtp_1 (9.7%), inv_1 (5.4%), and2_1 (3.1%), worst-margin pin slew=0.818 ns, GR Overflow Total=0, drt first-iter violations=143, First-pass DRT Iterations=4, outcome=complete, no violations, tool warning count=27, GPL Wtd Cong=0.910, CTS max path bufs=2, routed vias=4614, vias per cell=4.72, count of library flops with an enable pin=0, Cell Type Count=61, # IOs=51, Area growth syn-to-layout=13.9%, cell area after placement=0.00739 mm², CORE AREA=between 0.02 and 0.025 mm², diode count=0, clock slew at reported path FFs=0.06 ns, share of post-route cells with drive strength above 1=3.56%, Synth Seq Share=9.68%, Syn Area/Cell=just over 10 µm², DP Wirelength=between 10000 and 15000 µm, clk_skew=0.00594 ns, final setup TNS=0 ns, Yosys reg bits=32, clock sinks=32, Synth Warn #=1, Req. time, crit path=around 13 ns, top_reg_cell synth=dfxtp_1, Root Buffer=clkbuf_16, final instance area=about 0.0075 mm², die height=151 µm, Critical path origin=B[0], setup bufs post-CTS=0, first-pass GRT wire length=25200 µm, row count=~53, Hold WC Path Type=register to register, Starting Density=31.0%, Worst Path Buf+Inv=4, Largest Register=result, Worst Setup Path Type=primary input to register, largest net degree at the start of global routing=38, Synth Instances=656, most common cell in the netlist=fa_1, die width=151 µm, vias in the first global route=around 5k, PortBufs=about 50, CP Launch Type=primary input, Num CTS Buffers=5, # resized after CTS=0, YS chip area=0.00662 mm², H-tree depth=2, Period minus WS final=~8.6 ns, CTS tree=yes, Final Cycle Share=about 69%, # Cells Yosys=656, Hold Vio Cnt, Final=0
## cell type report
cell class | count | area, µm²
Tap cell | 275 | 344
Timing Repair Buffer | 55 | 533
Multi-Input combinational cell | 511 | 5510
Inverter | 96 | 360
Clock buffer | 8 | 146
Fill cell | 2186 | 13800
Sequential cell | 32 | 641
## metal layers
layer | routed length [µm] | GRT usage [%] | vias up
li1 | - | - | 2223
met1 | 6770 | 22.1 | 2246
met2 | 6250 | 21.7 | 141
met3 | 1400 | 6.46 | 4
met4 | 68 | 0.808 | 0
met5 | 0 | 0 | -
## per-stage QoR
stage	hold WS, ns	util [%]	std cells	worst slack (ns)
3_5_place_dp	0.509	34.6	969	3.49
3_3_place_gp	0.494	34.6	969	3.55
2_1_floorplan	0.456	-	656	4.07
6_report	0.514	35.3	977	3.79
5_1_grt	0.550	35.3	977	3.43
4_1_cts	0.514	35.3	977	3.76
## worst paths after layout
path         slack [ns]  cells after the start                 endpoint
max                3.79                     18  result[31]$_SDFFE_PP0P_
min                0.51                      2   result[5]$_SDFFE_PP0P_
max reg2reg        6.90                     17  result[31]$_SDFFE_PP0P_
min reg2reg        0.51                      2   result[5]$_SDFFE_PP0P_
## layout by cell type, fill, tap and decap left out, types with 10 or more instances in the layout
cell / n
a211oi_1: 10
a21o_1: 15
a21oi_1: 20
and2_1: 32
clkdlybuf4s50_1: 49
dfxtp_1: 32
fa_1: 136
ha_1: 70
inv_1: 95
mux2i_1: 17
nand2_1: 42
nand2b_1: 11
nor2_1: 40
o21ai_0: 21
xnor2_1: 17
xor2_1: 10
## cells by family (layout without fill, tap and decap cells)
family,count (synthesis),after routing,share of synthesized area (%)
simple gates,160,160,12.2
buf+inv,113,159,7.03
flops,32,32,9.68
fa+ha+maj,206,206,54.4
compound gates,101,101,10.6
mux,17,17,2.57
xor+xnor,27,27,3.57
## worst register-to-register path, cell delays in order (launching register included)
cell	delay, ns
dfxtp_1	0.38
inv_1	0.09
fa_1	0.53
inv_1	0.05
fa_1	0.50
inv_1	0.05
fa_1	0.49
inv_1	0.06
fa_1	0.42
fa_1	0.44
ha_1	0.38
a21o_1	0.20
a21oi_1	0.19
a2111o_1	0.22
a311oi_2	0.14
o41ai_1	0.76
o41ai_2	0.17
a221o_1	0.31
