==> /design/flow/design.v <==
module scaling #(
    parameter DATA_WIDTH = 32,
    parameter SCALE_WIDTH = 16
)(
    input  signed [DATA_WIDTH-1:0] in,             
    input  signed [SCALE_WIDTH-1:0] scale_factor,  
    input  [4:0] shift_amount,                     
    output signed [DATA_WIDTH-1:0] out             
);
    wire signed [DATA_WIDTH+SCALE_WIDTH-1:0] product;
    assign product = in * scale_factor;
    assign out = product >>> shift_amount;
endmodule
==> /design/flow/run.sh <==
#!/bin/bash
# OpenROAD 26Q1-2900-gdf79404cd8, Yosys 0.63+post, stock flow scripts
make -C /OpenROAD-flow-scripts/flow DESIGN_CONFIG=/design/flow/config.mk WORK_HOME=/design/flow/orfs finish
==> /design/flow/config.mk <==
export PLATFORM = sky130hd
export DESIGN_NAME = scaling
export DESIGN_NICKNAME = scaling
export VERILOG_FILES = /design/flow/design.v
export SDC_FILE = /design/flow/constraint.sdc
export NUM_CORES = 4
export LEC_CHECK = 1
export CORE_UTILIZATION = 40
==> /design/flow/constraint.sdc <==
current_design scaling

set clk_period 31.6
set clk_io_pct 0.2

create_clock -name clk0 -period $clk_period

set non_clock_inputs [all_inputs -no_clocks]
set_input_delay [expr $clk_period * $clk_io_pct] -clock clk0 $non_clock_inputs
set_output_delay [expr $clk_period * $clk_io_pct] -clock clk0 [all_outputs]
==> flow_metrics.env <==
# implementation run metrics
export IMPL_total_gr_overflow=0
export IMPL_horizontal_die_dimension_um=232
export IMPL_initial_utilization_pct=40.4
export IMPL_via_count_of_the_first_global_routing_pass=18335
export IMPL_finalHoldViolCount=0
export IMPL_layout_cells_most_common="sky130_fd_sc_hd__fa_1"
export IMPL_drtIter0Drc=864
export IMPL_synth_warnings=0
export IMPL_drc=0
export IMPL_cts_resized=0
export IMPL_minimum_setup_slack_after_placement_ps=10440
export IMPL_stage_log_warning_count=32
export IMPL_largest_fanout_on_the_critical_path=16
export IMPL_finalNonFillerCells=3041
export IMPL_syn2layout_area_growth_pct=6.18
export IMPL_arrival_ps=14850
export IMPL_firstDrtPassIters=5
export IMPL_die_ht_um=232
export IMPL_sequential_cell_total=0
export IMPL_gp_routability_congestion=0.952
export IMPL_status="complete, no violations"
export IMPL_holdBufCountCts=0
export IMPL_report_final_setup_viol=0
export IMPL_worst_slew_pin_slew_ps=858
export IMPL_post_place_cells=3041
export IMPL_cp_capture_type="output pin"
export IMPL_detail_route_vias_per_cell=5.55
export IMPL_buffer_ports_inserted=85
export IMPL_clock_buffer_count=0
export IMPL_num_vias=16890
export IMPL_synth_yosys_seq_area_share_pct=0
export IMPL_route_antenna_remaining_nets=0
export IMPL_grt_pass1_wl_um=96000
export IMPL_worst_setup_path_start_kind="input pin"
export IMPL_grt_start_max_net_pins=44
export IMPL_max_cap_violations=0
export IMPL_setup_tns_final_ps=0
export IMPL_number_of_top_level_pins=85
export IMPL_post_synth_instance_area_mm2=0.0212
export IMPL_critical_path_endpoint="out[15]"
export IMPL_max_slew_margin_rel_pct=42.6
export IMPL_crit_type="in -> out"
export IMPL_ys_area_mm2=0.0212
export IMPL_drv_slew=0
export IMPL_post_route_worst_setup_slack_ps=10430
export IMPL_fin_crit_sh_pct=67.0
export IMPL_fmax_mhz=47.2
export IMPL_floorplan_core_area_mm2=0.0524
export IMPL_antenna_found_initial=0
export IMPL_final_cell_mix="486 x sky130_fd_sc_hd__fa_1, 382 x sky130_fd_sc_hd__nand2_1, 343 x sky130_fd_sc_hd__inv_1"
export IMPL_sequential_cell_area_um2=0
export IMPL_final_layout_size_suffix_gt1_share_pct=5.18
export IMPL_globalRouteTotalUtil_pct=23.5
export IMPL_grt_setup_unrepaired="no"
export IMPL_ys_cells=2386
export IMPL_hold_path_depth=4
export IMPL_post_cts_setup_buffers=0
export IMPL_post_drt_wl_per_cell_um=18.5
export IMPL_place_hpwl_um=46400
export IMPL_crit_required_ps=25280
export IMPL_synth_cells=2386
export IMPL_fillCellCount=5044
export IMPL_postSynthAreaPerCell_um2=8.89
export IMPL_placement_rows=84
export IMPL_worstSetupStartpoint="in[31]"
export IMPL_worstHoldPathType="in -> out"
export IMPL_post_synth_num_cell_types=82
export IMPL_routed_wl_um=56400
export IMPL_post_route_min_period_ps=21170
export IMPL_n_antenna_cell=0
export IMPL_die_area_mm2=0.0539
## per-layer routing
metal  vias up  routed length [um]  GRT usage [%]
met2       586               28900           40.5
met3        72                3670           5.72
met4         0                1020           3.50
li1       7680                   -              -
met1      8552               22800           31.5
met5         -                   0          0.368
## through the flow
stage / hold WS, ps / area [um^2] / util [%]
3_5_place_dp: 13710 / 22500 / 42.9
4_1_cts: 13710 / 22500 / 42.9
3_3_place_gp: 13700 / 22500 / 42.9
2_1_floorplan: 12930 / 21200 / -
5_1_grt: 13760 / 22500 / 42.9
6_report: 13720 / 22500 / 42.9
## kinds of logic (layout without fill, tap and decap cells)
group | count (synthesis) | after routing | share of synthesized area (%)
xor+xnor | 35 | 35 | 1.51
mux | 91 | 91 | 6.16
simple gates | 808 | 808 | 18.5
compound gates | 363 | 363 | 12.3
buf+inv | 489 | 456 | 8.87
fa+ha+maj | 600 | 600 | 52.6
## worst max-delay path, cell delays in order
cell	delay [ps]
sky130_fd_sc_hd__clkdlybuf4s50_1	700
sky130_fd_sc_hd__and2_1	330
sky130_fd_sc_hd__fa_1	610
sky130_fd_sc_hd__inv_1	150
sky130_fd_sc_hd__fa_1	580
sky130_fd_sc_hd__fa_1	450
sky130_fd_sc_hd__fa_1	570
sky130_fd_sc_hd__fa_1	430
sky130_fd_sc_hd__fa_1	510
sky130_fd_sc_hd__inv_1	40
sky130_fd_sc_hd__ha_1	520
sky130_fd_sc_hd__nand3_1	250
sky130_fd_sc_hd__o22ai_1	410
sky130_fd_sc_hd__o22a_1	350
sky130_fd_sc_hd__o311ai_0	190
sky130_fd_sc_hd__a211oi_1	720
sky130_fd_sc_hd__mux2_2	280
sky130_fd_sc_hd__o32ai_1	90
sky130_fd_sc_hd__nor3_1	530
sky130_fd_sc_hd__mux4_2	350
sky130_fd_sc_hd__clkdlybuf4s50_1	460
## synthesized netlist by cell type, drive strengths merged, types with 9 or more instances
cell	count	area [um^2]
a211oi	26	213
a21o	24	180
a21oi	70	429
a31oi	9	56.3
and2	197	1230
buf	21	125
clkbuf	122	458
fa	486	9730
ha	114	1430
inv	346	1300
mux2	23	263
mux2i	39	390
mux4	29	653
nand2	382	1430
nand2b	32	200
nand3	18	95.1
nand4	18	113
nor2	72	270
nor3	31	155
nor4	11	83.8
o2111ai	10	87.6
o211ai	27	208
o21a	18	136
o21ai	76	388
o221ai	11	103
o22ai	11	68.8
or2	9	56.3
xnor2	24	210
xor2	10	87.6
## layout make-up
cell class	instances	area (um^2)	area share, %
timing repair buffer	110	1030	4.59
tap	688	861	3.82
multi-input combinational	1897	19300	85.8
inverter	346	1300	5.77
## worst min-delay path by stage
| stage | start | endpoint | slack (ps) |
|---|---|---|---|
| finish | shift_amount[2] | out[20] | 13720 |
| global route | shift_amount[2] | out[20] | 13760 |
| CTS | shift_amount[2] | out[20] | 13710 |
