File: ./run.sh
#!/bin/bash
# OpenROAD 26Q1-2900-gdf79404cd8, Yosys 0.63+post, stock flow scripts
make -C /OpenROAD-flow-scripts/flow DESIGN_CONFIG=/design/flow/config.mk WORK_HOME=/design/flow/orfs finish
File: ./config.mk
export PLATFORM = sky130hd
export DESIGN_NAME = clip
export DESIGN_NICKNAME = clip
export VERILOG_FILES = /design/flow/design.v
export SDC_FILE = /design/flow/constraint.sdc
export NUM_CORES = 4
export LEC_CHECK = 1
export CORE_UTILIZATION = 40
File: ./constraint.sdc
current_design clip

set clk_period 11.3
set clk_io_pct 0.2

create_clock -name clk0 -period $clk_period

set non_clock_inputs [all_inputs -no_clocks]
set_input_delay [expr $clk_period * $clk_io_pct] -clock clk0 $non_clock_inputs
set_output_delay [expr $clk_period * $clk_io_pct] -clock clk0 [all_outputs]
File: ./design.v
module clip (
    input  signed [31:0] in,
    input  signed [31:0] min_val,
    input  signed [31:0] max_val,
    output signed [31:0] out
);
    assign out = (in > max_val) ? max_val :
                 (in < min_val) ? min_val :
                 in;
endmodule
==> flow_summary.json <==
{
  "gp_congestion": 0.875,
  "drt_iter0_drc": 105,
  "drive_above_1_share_pct": 2.14,
  "maxClockFrequency_ghz": 0.122,
  "first_pass_iters": 4,
  "lay_top_cells": "128 x clkdlybuf4s50_1, 63 x inv_1, 62 x ha_1",
  "chipArea_um2": 8740,
  "cts_resized": 0,
  "postSynthSeqShare_pct": 0,
  "lay_top_count": "clkdlybuf4s50_1",
  "drcViolationCount": 0,
  "antenna_cells": 0,
  "flop_area_um2": 0,
  "antenna_found_initial": 0,
  "seq_cells": 0,
  "crit_end": "out[14]",
  "rsz0062_at_grt": "false",
  "hpwlAfterDp_um": 7780,
  "grtUsageTotal_pct": 23.9,
  "clkPwrFrac_pct": 0,
  "hold_depth": 4,
  "coreArea_um2": 8180,
  "vias": 3845,
  "maxSlewViolCount": 0,
  "start_kind": "input port",
  "fin_cells": 713,
  "max_slew_margin_pct": 52.4,
  "finalCriticalPeriod_ns": 8.17,
  "grt_max_degree": 77,
  "vdd_drop_max_mv": 0.0260,
  "antenna_left": 0,
  "grt-ovfl-total": 0,
  "p_sw_share_pct": 45.1,
  "wl_um": 10300,
  "place_inst": 713,
  "synthToLayoutAreaGrowth_pct": 38.9,
  "yosys_area_um2": 3350,
  "netSwitchingPower_uw": 98.7,
  "die_y_um": 93.5,
  "grt_pass1_vias": 3568,
  "avgSynthCellArea_um2": 6.58,
  "intPower_uw": 120,
  "setup_viol": 0,
  "n_clock_buffer": 0,
  "cp.arrival_ns": 5.91,
  "cp_max_fo": 51,
  "ios": 128,
  "row_count": 33,
  "seqPwrFrac_pct": 0,
  "ctsHoldBuffers": 0,
  "leakage_uw": 0.00211,
  "fin_tns_setup_ns": 0,
  "crit_start": "in[31]",
  "ys_warn_count": 0,
  "ys_cells": 509,
  "hold_violations": 0,
  "via_per_inst": 5.39,
  "n_fill_cell": 786,
  "status": "completed",
  "synthCells": 509,
  "wire_per_inst_um": 14.5,
  "power-per-cell-area_nw_per_um2": 47.1,
  "synth_area_um2": 3350,
  "tool_warnings": 33,
  "max-cap-violations": 0,
  "power_frac_comb_pct": 100.0,
  "synthDistinctLibCells": 31,
  "crit_type": "input port to output port",
  "min_path_type": "input port to output port",
  "postCtsSetupBuffers": 0,
  "tightestPinTransition_ns": 0.713,
  "grt_pass1_wl_um": 16900,
  "die-width_um": 93.5,
  "initial_core_util_pct": 41.0,
  "post-route-period-util_pct": 72.3,
  "end_kind": "output port",
  "cp.required_ns": 9.04,
  "io_buffers": 128
}
-- per-layer routing --
| layer | up-vias | global-route usage (%) | wire length, um |
|---|---|---|---|
| li1 | 2020 | - | - |
| met4 | 0 | 4.10 | 120 |
| met2 | 99 | 40.7 | 4660 |
| met1 | 1716 | 33.2 | 5030 |
| met5 | - | 0 | 0 |
| met3 | 10 | 2.15 | 515 |
-- synth_stat cells --
library cell	instances	area, um^2
a21oi_2	1	8.76
ha_1	63	788
o21ai_1	2	10.0
nor2_1	11	41.3
inv_1	63	236
o211ai_1	2	15.0
nand2b_1	33	206
buf_4	4	30.0
buf_2	5	25.0
a41oi_1	1	8.76
and4_1	3	26.3
nor2b_1	33	206
a2111oi_1	3	30.0
a2111oi_4	1	27.5
mux2i_1	2	20.0
a21oi_1	22	110
a211o_1	1	8.76
a221oi_1	3	26.3
and2_1	31	194
a2111o_1	1	11.3
a211o_2	1	10.0
nor3_1	1	5.00
nand4_1	7	43.8
buf_6	3	33.8
a2111oi_0	28	245
a31oi_1	31	194
nand2_1	45	169
a21o_1	42	315
o21ai_0	37	185
nand3_1	6	30.0
clkbuf_1	23	86.3
-- area by class of cell --
type | count | area, um^2 | area share (%)
multi-input cells | 411 | 2960 | 63.6
repair buffers | 134 | 1330 | 28.5
well taps | 105 | 131 | 2.82
inverters | 63 | 236 | 5.08
-- worst max-delay path, cell delays in order --
cell             delay, ns
clkdlybuf4s50_1       0.52
ha_2                  0.51
and4_1                0.28
a221oi_1              0.26
o21ai_0               0.19
a21oi_4               0.53
buf_4                 0.45
o21ai_0               0.18
a31oi_1               0.21
clkdlybuf4s50_1       0.49
-- stage by stage --
step | util [%] | setup slack (ns) | instance area (um^2) | total power (uW) | hold WS [ns]
after floorplan | - | 4.83 | 3350 | 116 | 4.61
after global placement | 56.9 | 3.17 | 4650 | 218 | 5.45
after detailed placement | 56.9 | 3.12 | 4650 | 219 | 5.45
after CTS | 56.9 | 3.12 | 4650 | 221 | 5.46
after global routing | 56.9 | 2.80 | 4650 | 246 | 5.55
final | 56.9 | 3.13 | 4650 | 219 | 5.45
-- cells by family after synthesis --
logic type,Yosys count,synth area share (%)
buffers and inverters,98,12.3
and+or+nand+nor,170,27.5
muxes,2,0.598
adders and majority gates,63,23.5
AOI/OAI and AO/OA,176,36.0
-- power groups by stage --
stage | clock (uW) | combinational [uW] | sequential [uW]
5_1_grt | 0 | 246 | 0
4_1_cts | 0 | 221 | 0
6_report | 0 | 219 | 0
-- how the worst min path moves through the flow --
stage / from / to / slack, ns
4_1_cts: max_val[31] / out[31] / 5.46
5_1_grt: max_val[31] / out[31] / 5.55
6_report: max_val[31] / out[31] / 5.45
No activity file was given, so power comes from the tool's default toggle rates.
